--- config.mk ---
export PLATFORM = sky130hd
export DESIGN_NAME = thunderbird
export DESIGN_NICKNAME = thunderbird
export VERILOG_FILES = /design/flow/design.v
export SDC_FILE = /design/flow/constraint.sdc
export NUM_CORES = 4
export LEC_CHECK = 1
export CORE_AREA = 10 10 107 107
export DIE_AREA = 0 0 117 117
export SYNTH_HDL_FRONTEND = slang
--- constraint.sdc ---
current_design thunderbird

set clk_period 2.2
set clk_io_pct 0.2

create_clock -name clk0 -period $clk_period [get_ports {clk}]
create_clock -name clk1 -period $clk_period [get_ports {dimclk}]

set non_clock_inputs [all_inputs -no_clocks]
set_input_delay [expr $clk_period * $clk_io_pct] -clock clk0 $non_clock_inputs
set_output_delay [expr $clk_period * $clk_io_pct] -clock clk0 [all_outputs]
--- design.v ---
module thunderbird(clk, rst, left, right, brk, hzd, dimclk, rlight, display);
    wire [5:0] pat;
    output [5:0] display;
    input clk, rst, left, right, brk, hzd, dimclk, rlight;
    state state(.clk(clk), .rst(rst), .left(left), .right(right), .brk(brk), .hazard(hzd), .pat(pat));
    combination c(.pat(pat), .dimclk(dimclk), .rlight(rlight), .display(display));
endmodule
module combination (pat, dimclk, rlight, display);
    input [5:0] pat;
    input dimclk;
    input rlight;
    output reg [5:0] display;
    reg dim;
    always@(posedge dimclk) begin
    if(rlight) begin
        dim <= ~dim;
        if(pat[5]) begin
            display[5] = 1'b1;
        end
        else begin
            display[5] = dim;
        end
        if(pat[4]) begin
            display[4] = 1'b1;
        end
        else begin
            display[4] = dim;
        end
        if(pat[3]) begin
            display[3] = 1'b1;
        end
        else begin
            display[3] = dim;
        end
        if(pat[2]) begin
            display[2] = 1'b1;
        end
        else begin
            display[2] = dim;
        end
        if(pat[1]) begin
            display[1] = 1'b1;
        end
        else begin
            display[1] = dim;
        end
        if(pat[0]) begin
            display[0] = 1'b1;
        end
        else begin
            display[0] = dim;
        end
    end
    else begin
        display[5] = pat[5];
        display[4] = pat[4];
        display[3] = pat[3];
        display[2] = pat[2];
        display[1] = pat[1];
        display[0] = pat[0];
    end
  end
endmodule
module state(clk, rst, left, right, brk, hazard, pat);
    input clk, rst, left, right, brk, hazard;
    output reg [5:0] pat;
    reg[3:0] currentState;
    reg[3:0] nextState;  
    always@( * ) begin
        case(currentState)
            4'd0: begin
                pat = 6'b000000;  
            end
            4'd1: begin
                pat = 6'b111111;
            end
            4'd2: begin
                pat = 6'b001000; 
            end
            4'd3: begin
                pat = 6'b011000;
            end
            4'd4: begin
                pat = 6'b111000;
            end
            4'd5: begin
                pat = 6'b000100;
            end
            4'd6: begin
                pat = 6'b000110;
            end
            4'd7: begin
                pat = 6'b000111;
            end
            4'd8: begin
                pat = 6'b001111;
            end
            4'd9: begin
                pat = 6'b011111;
            end
            4'd10: begin
                pat = 6'b111100;
            end
            4'd11: begin
                pat = 6'b111110;
            end
            4'd12: begin
                pat = 6'b111111;
            end
        endcase 
    end
    always@(posedge clk) begin          
        if(rst)
            currentState <= 4'd0;
        else
            currentState <= nextState;
    end
    always@( * ) begin            
    nextState = currentState;
    if(rst) begin            
        nextState = 4'd0;
    end
    else if(!rst && brk && !left && !right) begin    
        nextState = 4'd1; 
    end
    else if(!rst && brk && left && right) begin    
        nextState = 4'd1;
    end
    else if(!rst && !brk && hazard && (currentState != 4'd12)) begin      
        nextState = 4'd12;         
    end 
    else if(!rst && !brk && !hazard && left && right && (currentState != 4'd12)) begin  
        nextState = 4'd12;       
    end
    else if(!rst && !brk && !hazard && !left && !right) begin
        nextState = 4'd0;
    end
    else begin
    case (currentState)
        4'd0: begin               
            if(!rst && brk && !left && right) nextState = 4'd10;
            if(!rst && brk && left && !right) nextState = 4'd8;
            if(!rst && !brk && !hazard && left && !right) nextState = 4'd2;
            if(!rst && !brk && !hazard && !left && right) nextState = 4'd5;
        end
        4'd1: begin
            if(!rst && brk && !left && right) nextState = 4'd10;
            if(!rst && brk && left && !right) nextState = 4'd8;
            if(!rst && !brk && !hazard && left && !right) nextState = 4'd2;
            if(!rst && !brk && !hazard && !left && right) nextState = 4'd5;
        end
        4'd2: begin
            if(!rst && brk && !left && right) nextState = 4'd10;
            if(!rst && brk && left && !right) nextState = 4'd9;
            if(!rst && !brk && !hazard && left && !right) nextState = 4'd3;
            if(!rst && !brk && !hazard && !left && right) nextState = 4'd5;
        end
        4'd3: begin
            if(!rst && brk && !left && right) nextState = 4'd10;
            if(!rst && brk && left && !right) nextState = 4'd1;
            if(!rst && !brk && !hazard && left && !right) nextState = 4'd4;
            if(!rst && !brk && !hazard && !left && right) nextState = 4'd5;
        end
        4'd4: begin
            if(!rst && brk && !left && right) nextState = 4'd10;
            if(!rst && brk && left && !right) nextState = 4'd7;
            if(!rst && !brk && !hazard && left && !right) nextState = 4'd0;
            if(!rst && !brk && !hazard && !left && right) nextState = 4'd5;
        end
        4'd5: begin
            if(!rst && brk && !left && right) nextState = 4'd11;
            if(!rst && brk && left && !right) nextState = 4'd8;
            if(!rst && !brk && !hazard && left && !right) nextState = 4'd2;
            if(!rst && !brk && !hazard && !left && right) nextState = 4'd6;
        end
        4'd6: begin
            if(!rst && brk && !left && right) nextState = 4'd1;
            if(!rst && brk && left && !right) nextState = 4'd8;
            if(!rst && !brk && !hazard && left && !right) nextState = 4'd2;
            if(!rst && !brk && !hazard && !left && right) nextState = 4'd7;
        end
        4'd7: begin
            if(!rst && brk && !left && right) nextState = 4'd4;
            if(!rst && brk && left && !right) nextState = 4'd8;
            if(!rst && !brk && !hazard && left && !right) nextState = 4'd2;
            if(!rst && !brk && !hazard && !left && right) nextState = 4'd0;
        end
        4'd8: begin
            if(!rst && brk && !left && right) nextState = 4'd10;
            if(!rst && brk && left && !right) nextState = 4'd9;
            if(!rst && !brk && !hazard && left && !right) nextState = 4'd3;
            if(!rst && !brk && !hazard && !left && right) nextState = 4'd5;
        end
        4'd9: begin
            if(!rst && brk && !left && right) nextState = 4'd10;
            if(!rst && brk && left && !right) nextState = 4'd1;
            if(!rst && !brk && !hazard && left && !right) nextState = 4'd4;
            if(!rst && !brk && !hazard && !left && right) nextState = 4'd5;
        end
        4'd10: begin
            if(!rst && brk && !left && right) nextState = 4'd11;
            if(!rst && brk && left && !right) nextState = 4'd8;
            if(!rst && !brk && !hazard && left && !right) nextState = 4'd2;
            if(!rst && !brk && !hazard && !left && right) nextState = 4'd6;
        end
        4'd11: begin
            if(!rst && brk && !left && right) nextState = 4'd1;
            if(!rst && brk && left && !right) nextState = 4'd8;
            if(!rst && !brk && !hazard && left && !right) nextState = 4'd2;
            if(!rst && !brk && !hazard && !left && right) nextState = 4'd7;
        end
        4'd12: begin
            if(!rst && brk && !left && right) nextState = 4'd10;
            if(!rst && brk && left && !right) nextState = 4'd8;
            if(!rst && !brk && !hazard && left && !right) nextState = 4'd2;
            if(!rst && !brk && !hazard && !left && right) nextState = 4'd5;
            if(!rst && !brk && hazard) nextState = 4'd0;
            if(!rst && !brk && !hazard && left && right) nextState = 4'd0;
        end 
    endcase  
    end   
    end
endmodule;
--- run.sh ---
#!/bin/bash
# OpenROAD 26Q1-2900-gdf79404cd8, Yosys 0.63+post, stock flow scripts
make -C /OpenROAD-flow-scripts/flow DESIGN_CONFIG=/design/flow/config.mk WORK_HOME=/design/flow/orfs finish
==> impl_metrics.prom <==
# HELP chip_impl_metric Implementation results
# TYPE chip_impl_metric gauge
chip_impl_info{name="outcome",value="finished clean"} 1
chip_impl_metric{name="cts_repair_resize_count",unit=""} 0
chip_impl_metric{name="hpwlAfterDp",unit="mm"} 1.880
chip_impl_metric{name="floorplan.die.width",unit="um"} 117
chip_impl_metric{name="synthCells",unit=""} 111
chip_impl_metric{name="critPathMaxFanout",unit=""} 7
chip_impl_metric{name="post-synth-top-area-fraction",unit="%"} 38.63
chip_impl_info{name="layout_top_cells",value="sky130_fd_sc_hd__dfxtp_1, sky130_fd_sc_hd__clkdlybuf4s50_1, sky130_fd_sc_hd__nor2_1"} 1
chip_impl_metric{name="cts.hold.buffers_added",unit=""} 0
chip_impl_metric{name="global_route.overflow_total",unit=""} 0
chip_impl_info{name="startpoint_type",value="input pin"} 1
chip_impl_metric{name="syn-cell-area",unit="um2"} 984.7
chip_impl_metric{name="power.share.clock",unit="%"} 42.6
chip_impl_metric{name="unclocked_regs",unit=""} 6
chip_impl_metric{name="fp.dieH",unit="um"} 117
chip_impl_metric{name="initCoreUtil",unit="%"} 10.71
chip_impl_metric{name="switching_share",unit="%"} 20.94
chip_impl_metric{name="timing.max_cap.violations",unit=""} 0
chip_impl_metric{name="synth_cell_type_count",unit=""} 33
chip_impl_metric{name="net_switching_power",unit="W"} 0.0001871
chip_impl_metric{name="ioPinCount",unit=""} 14
chip_impl_metric{name="layout.cell_area.non_filler",unit="mm2"} 0.001334
chip_impl_metric{name="grt_max_degree",unit=""} 9
chip_impl_metric{name="firstDrtPassIters",unit=""} 5
chip_impl_info{name="setup_repair_after_global_routing_missed_its_margin",value="no"} 1
chip_impl_metric{name="worst-slew-pin-transition",unit="ns"} 0.3830
chip_impl_metric{name="drive_above_1_share",unit="%"} 10.00
chip_impl_info{name="highest_count_logic_cell_in_the_final_layout",value="sky130_fd_sc_hd__dfxtp_1"} 1
chip_impl_metric{name="count_of_vias_placed_by_the_detailed_router",unit=""} 855
chip_impl_info{name="area_contributors_post_synth",value="sky130_fd_sc_hd__dfxtp_1, sky130_fd_sc_hd__dlxtp_1, sky130_fd_sc_hd__nor3_1"} 1
chip_impl_info{name="top_cell_type_by_total_area_after_synthesis",value="sky130_fd_sc_hd__dfxtp_1"} 1
chip_impl_metric{name="worst-endpoint-required",unit="ns"} 2.32
chip_impl_info{name="worst_hold_path_type",value="reg2reg"} 1
chip_impl_metric{name="antenna_left",unit=""} 0
chip_impl_metric{name="grt_first_pass_wirelength",unit="mm"} 3.712
chip_impl_metric{name="number_of_unconstrained_endpoints",unit=""} 6
chip_impl_metric{name="via_per_inst",unit=""} 3.548
chip_impl_metric{name="power_frac_seq",unit="%"} 45.5
chip_impl_metric{name="synth_flops",unit=""} 26
chip_impl_metric{name="slew_headroom",unit="%"} 74.28
chip_impl_metric{name="synthesis.area_per_instance",unit="um2"} 8.871
chip_impl_metric{name="final.setup.worst_slack",unit="ns"} 0.4383
chip_impl_metric{name="yosys_warnings",unit=""} 0
chip_impl_metric{name="detail_route.wl_per_cell",unit="um"} 9.913
chip_impl_metric{name="antenna_violations_before_repair",unit=""} 0
chip_impl_metric{name="yosys.stat.chipArea",unit="um2"} 984.7
chip_impl_metric{name="synth_stat.cells",unit=""} 111
chip_impl_metric{name="cts.clk_slew.worst_paths",unit="ns"} 0.05
chip_impl_metric{name="wirelength",unit="mm"} 2.389
chip_impl_metric{name="fp.dieArea",unit="mm2"} 0.01369
chip_impl_metric{name="drt_first_iter_violations",unit=""} 51
chip_impl_metric{name="worst-endpoint-arrival",unit="ns"} 1.89
chip_impl_metric{name="grt.total_usage",unit="%"} 3.271
chip_impl_metric{name="clock-skew-final",unit="ns"} 0.002338
chip_impl_info{name="timing.critical_path.to_type",value="flop"} 1
chip_impl_metric{name="synthToLayoutAreaGrowth",unit="%"} 35.45
chip_impl_metric{name="finalSetupTns",unit="ns"} 0
chip_impl_metric{name="drc",unit=""} 0
chip_impl_metric{name="finalHoldViolCount",unit=""} 0
chip_impl_metric{name="p_int",unit="W"} 0.0007064
chip_impl_metric{name="cellPowerDensity",unit="mW/mm2"} 669.9
chip_impl_metric{name="place_area",unit="mm2"} 0.001244
chip_impl_metric{name="core_area",unit="mm2"} 0.009196
chip_impl_metric{name="cts.repair_timing.setup_buffer_count",unit=""} 0
chip_impl_info{name="tritoncts_clock_tree",value="done"} 1
chip_impl_metric{name="placement_rows",unit=""} 35
chip_impl_metric{name="final-max-slew-violation-count",unit=""} 0
chip_impl_metric{name="power_share_of_the_combinational_group",unit="%"} 11.9
chip_impl_metric{name="warning_count",unit=""} 26
chip_impl_metric{name="irDropWorstVdd",unit="mV"} 0.1734
chip_impl_metric{name="power.leakage",unit="nW"} 0.5029
chip_impl_metric{name="timing.final.setup_violations",unit=""} 0
chip_impl_info{name="timing.setup.critical_path_class",value="in2reg"} 1
chip_impl_metric{name="place_ws",unit="ns"} 0.2035
chip_impl_metric{name="gp_congestion",unit=""} 0.9242
chip_impl_metric{name="io_buffer_count",unit=""} 12
chip_impl_metric{name="num_antenna_cells",unit=""} 0
chip_impl_metric{name="grt_pass1_vias",unit=""} 819
power by group through the flow:
stage                 clock, W  combinational, W  sequential [W]
after CTS             0.000391          0.000106        0.000406
after global routing  0.000408          0.000117        0.000408
final                 0.000381          0.000107        0.000406
worst max-delay path, stage by stage:
cell and delay [ns]:
sky130_fd_sc_hd__clkdlybuf4s50_1 0.56, sky130_fd_sc_hd__nor2b_1 0.25, sky130_fd_sc_hd__or3b_1 0.39, sky130_fd_sc_hd__o21ai_1 0.15, sky130_fd_sc_hd__nor3_1 0.09
state kept, by name (all words and copies together), names as in the netlist:
register and count:
c.dim 1, c.display 6, state.currentState 13, state.pat 6
logic make-up (layout without fill, tap and decap cells):
group           after synthesis  after routing  synth area share (%)
simple gates                 57             57                 33.29
compound gates               21             21                 13.22
flops                        20             20                 41.68
buf+inv                       7             26                 2.669
latches                       6              6                 9.149
layout make-up:
type                    count  area [um2]
clock buffers               8       90.09
fillers                  1047        7863
flip-flops and latches     26       500.5
repair buffers             13       127.6
multi-input cells          78       457.9
well taps                 111       138.9
inverters                   5       18.77
metrics by stage:
| stage | std cells | power, W | hold slack [ns] | utilization, % |
|---|---|---|---|---|
| 2_1_floorplan | 111 | 0.0004657 | 0.4685 | - |
| 3_3_place_gp | 233 | 0.0005184 | 0.5314 | 13.52 |
| 3_5_place_dp | 233 | 0.0005186 | 0.5444 | 13.52 |
| 4_1_cts | 241 | 0.0009034 | 0.5513 | 14.50 |
| 5_1_grt | 241 | 0.0009332 | 0.5729 | 14.50 |
| 6_report | 241 | 0.0008935 | 0.5453 | 14.50 |
metal layers:
layer | GRT usage (%) | vias to the layer above | wire, um
li1 | - | 429 | -
met3 | 1.032 | 6 | 287
met5 | 0 | - | 0
met2 | 3.900 | 54 | 835
met4 | 1.318 | 0 | 34
met1 | 5.130 | 366 | 1231
cells in the mapped netlist:
| cell type | number |
|---|---|
| sky130_fd_sc_hd__or4_4 | 3 |
| sky130_fd_sc_hd__dfxtp_1 | 19 |
| sky130_fd_sc_hd__o21ai_0 | 3 |
| sky130_fd_sc_hd__a21o_1 | 1 |
| sky130_fd_sc_hd__nor2_1 | 11 |
| sky130_fd_sc_hd__nor4_4 | 1 |
| sky130_fd_sc_hd__or4_1 | 1 |
| sky130_fd_sc_hd__or2_2 | 2 |
| sky130_fd_sc_hd__a221o_1 | 1 |
| sky130_fd_sc_hd__nand3_1 | 2 |
| sky130_fd_sc_hd__nor3b_1 | 1 |
| sky130_fd_sc_hd__or3_1 | 2 |
| sky130_fd_sc_hd__o32ai_1 | 1 |
| sky130_fd_sc_hd__edfxtp_1 | 1 |
| sky130_fd_sc_hd__a211o_1 | 1 |
| sky130_fd_sc_hd__and2_1 | 1 |
| sky130_fd_sc_hd__o21ai_1 | 2 |
| sky130_fd_sc_hd__clkbuf_1 | 2 |
| sky130_fd_sc_hd__a21oi_1 | 7 |
| sky130_fd_sc_hd__a211oi_1 | 1 |
| sky130_fd_sc_hd__nor3_1 | 9 |
| sky130_fd_sc_hd__nand4_1 | 2 |
| sky130_fd_sc_hd__a22oi_1 | 1 |
| sky130_fd_sc_hd__inv_1 | 5 |
| sky130_fd_sc_hd__o22ai_1 | 1 |
| sky130_fd_sc_hd__nand2_1 | 9 |
| sky130_fd_sc_hd__nand2b_1 | 7 |
| sky130_fd_sc_hd__or2_1 | 1 |
| sky130_fd_sc_hd__a21boi_1 | 1 |
| sky130_fd_sc_hd__a31oi_1 | 1 |
| sky130_fd_sc_hd__or3b_1 | 1 |
| sky130_fd_sc_hd__nor2b_1 | 4 |
| sky130_fd_sc_hd__dlxtp_1 | 6 |
worst paths after layout:
check,from,end,slack (ns),cells after the start
max in group clk1,rlight,c.display[3],1.17,3
min in group clk0,state.currentState[3],state.currentState[9],0.58,2
worst min register to register,c.dim,c.dim,0.55,1
worst max register to register,state.currentState[4],state.currentState[10],0.44,4
worst max-delay path,brk,state.currentState[10],0.44,5
worst min-delay path,c.dim,c.dim,0.55,1
Power is estimated from default activity; no workload was simulated.
